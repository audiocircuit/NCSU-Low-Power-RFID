--- config.mk ---
export PLATFORM = sky130hd
export DESIGN_NAME = FIFO_four
export DESIGN_NICKNAME = FIFO_four
export VERILOG_FILES = /design/flow/design.v
export SDC_FILE = /design/flow/constraint.sdc
export NUM_CORES = 4
export LEC_CHECK = 1
export CORE_UTILIZATION = 30
--- constraint.sdc ---
current_design FIFO_four

set clk_period 4.6
set clk_io_pct 0.2

create_clock -name clk0 -period $clk_period [get_ports {clk}]

set non_clock_inputs [all_inputs -no_clocks]
set_input_delay [expr $clk_period * $clk_io_pct] -clock clk0 $non_clock_inputs
set_output_delay [expr $clk_period * $clk_io_pct] -clock clk0 [all_outputs]
--- design.v ---
module FIFO_four(
  input wire clk,
  input wire reset,
  input wire write,
  input wire read,
  input wire [7:0] data_in,
  output reg [7:0] data_out,
  output wire full,
  output wire empty
  );
  reg [4:0] write_pointer;
  reg [4:0] read_pointer;
  reg [7:0] memory [0:15];
  wire upper;
  wire [3:0] lower;
  assign empty = (read_pointer == write_pointer) ? 1'b1 : 1'b0;
  assign full = ((read_pointer[3:0] == write_pointer[3:0]) &&(read_pointer[4] != write_pointer[4]));
  always@(posedge clk or negedge reset)
    begin
      if( !reset )
        begin
          read_pointer <= 0;
          data_out <= 8'bz;
        end
      else
        begin
          case( read_pointer[3:0] )
            0:
              begin
                if( !empty && read )
                  begin
                    if( ( read_pointer + 1 ) < 32 )
                      begin
                        read_pointer <= read_pointer + 1;
                        data_out <= memory[read_pointer[3:0]];
                      end
                    else
                      begin
                        read_pointer <= 0;
                        data_out <= memory[read_pointer[3:0]];
                     end
                  end
                else
                  begin
                    read_pointer <= read_pointer;
                    data_out <= 8'bz;
                  end
              end
            1:
              begin
                if( !empty && read )
                  begin
                    if( ( read_pointer + 1 ) < 32 )
                      begin
                        read_pointer <= read_pointer + 1;
                        data_out <= memory[read_pointer[3:0]];
                      end
                    else
                      begin
                        read_pointer <= 0;
                        data_out <= memory[read_pointer[3:0]];
                     end
                  end
                else
                  begin
                    read_pointer <= read_pointer;
                    data_out <= 8'bz;
                  end
              end
            2:
              begin
                if( !empty && read )
                  begin
                    if( ( read_pointer + 1 ) < 32 )
                      begin
                        read_pointer <= read_pointer + 1;
                        data_out <= memory[read_pointer[3:0]];
                      end
                    else
                      begin
                        read_pointer <= 0;
                        data_out <= memory[read_pointer[3:0]];
                     end
                  end
                else
                  begin
                    read_pointer <= read_pointer;
                    data_out <= 8'bz;
                  end
              end
            3:
              begin
                if( !empty && read )
                  begin
                    if( ( read_pointer + 1 ) < 32 )
                      begin
                        read_pointer <= read_pointer + 1;
                        data_out <= memory[read_pointer[3:0]];
                      end
                    else
                      begin
                        read_pointer <= 0;
                        data_out <= memory[read_pointer[3:0]];
                     end
                  end
                else
                  begin
                    read_pointer <= read_pointer;
                    data_out <= 8'bz;
                  end
              end
            4:
              begin
                if( !empty && read )
                  begin
                    if( ( read_pointer + 1 ) < 32 )
                      begin
                        read_pointer <= read_pointer + 1;
                        data_out <= memory[read_pointer[3:0]];
                      end
                    else
                      begin
                        read_pointer <= 0;
                        data_out <= memory[read_pointer[3:0]];
                     end
                  end
                else
                  begin
                    read_pointer <= read_pointer;
                    data_out <= 8'bz;
                  end
              end
            5:
              begin
                if( !empty && read )
                  begin
                    if( ( read_pointer + 1 ) < 32 )
                      begin
                        read_pointer <= read_pointer + 1;
                        data_out <= memory[read_pointer[3:0]];
                      end
                    else
                      begin
                        read_pointer <= 0;
                        data_out <= memory[read_pointer[3:0]];
                     end
                  end
                else
                  begin
                    read_pointer <= read_pointer;
                    data_out <= 8'bz;
                  end
              end
            6:
              begin
                if( !empty && read )
                  begin
                    if( ( read_pointer + 1 ) < 32 )
                      begin
                        read_pointer <= read_pointer + 1;
                        data_out <= memory[read_pointer[3:0]];
                      end
                    else
                      begin
                        read_pointer <= 0;
                        data_out <= memory[read_pointer[3:0]];
                     end
                  end
                else
                  begin
                    read_pointer <= read_pointer;
                    data_out <= 8'bz;
                  end
              end
            7:
              begin
                if( !empty && read )
                  begin
                    if( ( read_pointer + 1 ) < 32 )
                      begin
                        read_pointer <= read_pointer + 1;
                        data_out <= memory[read_pointer[3:0]];
                      end
                    else
                      begin
                        read_pointer <= 0;
                        data_out <= memory[read_pointer[3:0]];
                     end
                  end
                else
                  begin
                    read_pointer <= read_pointer;
                    data_out <= 8'bz;
                  end
              end
            8:
              begin
                if( !empty && read )
                  begin
                    if( ( read_pointer + 1 ) < 32 )
                      begin
                        read_pointer <= read_pointer + 1;
                        data_out <= memory[read_pointer[3:0]];
                      end
                    else
                      begin
                        read_pointer <= 0;
                        data_out <= memory[read_pointer[3:0]];
                     end
                  end
                else
                  begin
                    read_pointer <= read_pointer;
                    data_out <= 8'bz;
                  end
              end
            9:
              begin
                if( !empty && read )
                  begin
                    if( ( read_pointer + 1 ) < 32 )
                      begin
                        read_pointer <= read_pointer + 1;
                        data_out <= memory[read_pointer[3:0]];
                      end
                    else
                      begin
                        read_pointer <= 0;
                        data_out <= memory[read_pointer[3:0]];
                     end
                  end
                else
                  begin
                    read_pointer <= read_pointer;
                    data_out <= 8'bz;
                  end
              end
            10:
              begin
                if( !empty && read )
                  begin
                    if( ( read_pointer + 1 ) < 32 )
                      begin
                        read_pointer <= read_pointer + 1;
                        data_out <= memory[read_pointer[3:0]];
                      end
                    else
                      begin
                        read_pointer <= 0;
                        data_out <= memory[read_pointer[3:0]];
                     end
                  end
                else
                  begin
                    read_pointer <= read_pointer;
                    data_out <= 8'bz;
                  end
              end
            11:
              begin
                if( !empty && read )
                  begin
                    if( ( read_pointer + 1 ) < 32 )
                      begin
                        read_pointer <= read_pointer + 1;
                        data_out <= memory[read_pointer[3:0]];
                      end
                    else
                      begin
                        read_pointer <= 0;
                        data_out <=  memory[read_pointer[3:0]];
                     end
                  end
                else
                  begin
                    read_pointer <= read_pointer;
                    data_out <= 8'bz;
                  end
              end
            12:
              begin
                if( !empty && read )
                  begin
                    if( ( read_pointer + 1 ) < 32 )
                      begin
                        read_pointer <= read_pointer + 1;
                        data_out <= memory[read_pointer[3:0]];
                      end
                    else
                      begin
                        read_pointer <= 0;
                        data_out <= memory[read_pointer[3:0]];
                     end
                  end
                else
                  begin
                    read_pointer <= read_pointer;
                    data_out <= 8'bz;
                  end
              end
            13:
              begin
                if( !empty && read )
                  begin
                    if( ( read_pointer + 1 ) < 32 )
                      begin
                        read_pointer <= read_pointer + 1;
                        data_out <= memory[read_pointer[3:0]];
                      end
                    else
                      begin
                        read_pointer <= 0;
                        data_out <= memory[read_pointer[3:0]];
                     end
                  end
                else
                  begin
                    read_pointer <= read_pointer;
                    data_out <= 8'bz;
                  end
              end
            14:
              begin
                if( !empty && read )
                  begin
                    if( ( read_pointer + 1 ) < 32 )
                      begin
                        read_pointer <= read_pointer + 1;
                        data_out <= memory[read_pointer[3:0]];
                      end
                    else
                      begin
                        read_pointer <= 0;
                        data_out <= memory[read_pointer[3:0]];
                     end
                  end
                else
                  begin
                    read_pointer <= read_pointer;
                    data_out <= 8'bz;
                  end
              end
            15:
              begin
                if( !empty && read )
                  begin
                    if( ( read_pointer + 1 ) < 32 )
                      begin
                        read_pointer <= read_pointer + 1;
                        data_out <= memory[read_pointer[3:0]];
                      end
                    else
                      begin
                        read_pointer <= 0;
                        data_out <= memory[read_pointer[3:0]];
                     end
                  end
                else
                  begin
                    read_pointer <= read_pointer;
                    data_out <= 8'bz;
                  end
              end
          endcase
        end
    end
  always@(posedge clk or negedge reset)
    begin
      if( !reset )
        begin
          write_pointer <= 0;
        end
      else
        begin
          case( write_pointer[3:0] )
            0:
              begin
                if( !full && write )
                  begin
                    if( ( write_pointer + 1 ) < 32 )
                      begin
                        write_pointer <= write_pointer + 1;
                        memory[write_pointer[3:0]] <= data_in;
                     end
                    else
                      begin
                        write_pointer <= 0;
                        memory[write_pointer[3:0]] <= data_in;
                      end
                  end
                else
                  begin
                    write_pointer <= write_pointer;
                  end
              end
            1:
              begin
                if( !full && write )
                  begin
                    if( ( write_pointer + 1 ) < 32 )
                      begin
                        write_pointer <= write_pointer + 1;
                        memory[write_pointer[3:0]] <= data_in;
                      end
                    else
                      begin
                        write_pointer <= 0;
                        memory[write_pointer[3:0]] <= data_in;
                      end
                  end
                else
                  begin
                    write_pointer <= write_pointer;
                  end
              end
            2:
              begin
                if( !full && write )
                  begin
                    if( ( write_pointer + 1 ) < 32 )
                      begin
                        write_pointer <= write_pointer + 1;
                        memory[write_pointer[3:0]] <= data_in;
                      end
                    else
                      begin
                        write_pointer <= 0;
                        memory[write_pointer[3:0]] <= data_in;
                      end
                  end
                else
                  begin
                    write_pointer <= write_pointer;
                  end
              end
            3:
              begin
                if( !full && write )
                  begin
                    if( ( write_pointer + 1 ) < 32 )
                      begin
                        write_pointer <= write_pointer + 1;
                        memory[write_pointer[3:0]] <= data_in;
                      end
                    else
                      begin
                        write_pointer <= 0;
                        memory[write_pointer[3:0]] <= data_in;
                      end
                  end
                else
                  begin
                    write_pointer <= write_pointer;
                  end
              end
           4:
              begin
                if( !full && write )
                  begin
                    if( ( write_pointer + 1 ) < 32 )
                      begin
                        write_pointer <= write_pointer + 1;
                        memory[write_pointer[3:0]] <= data_in;
                      end
                    else
                      begin
                        write_pointer <= 0;
                        memory[write_pointer[3:0]] <= data_in;
                      end
                  end
                else
                  begin
                    write_pointer <= write_pointer;
                  end
              end
            5:
              begin
                if( !full && write )
                  begin
                    if( ( write_pointer + 1 ) < 32 )
                      begin
                        write_pointer <= write_pointer + 1;
                        memory[write_pointer[3:0]] <= data_in;
                      end
                    else
                      begin
                        write_pointer <= 0;
                        memory[write_pointer[3:0]] <= data_in;
                      end
                  end
                else
                  begin
                    write_pointer <= write_pointer;
                  end
              end
            6:
              begin
                if( !full && write )
                  begin
                    if( ( write_pointer + 1 ) < 32 )
                      begin
                        write_pointer <= write_pointer + 1;
                        memory[write_pointer[3:0]] <= data_in;
                      end
                    else
                      begin
                        write_pointer <= 0;
                        memory[write_pointer[3:0]] <= data_in;
                      end
                  end
                else
                  begin
                    write_pointer <= write_pointer;
                  end
              end
            7:
              begin
                if( !full && write )
                  begin
                    if( ( write_pointer + 1 ) < 32 )
                      begin
                        write_pointer <= write_pointer + 1;
                        memory[write_pointer[3:0]] <= data_in;
                      end
                    else
                      begin
                        write_pointer <= 0;
                        memory[write_pointer[3:0]] <= data_in;
                      end
                  end
                else
                  begin
                    write_pointer <= write_pointer;
                  end
              end
            8:
              begin
                if( !full && write )
                  begin
                    if( ( write_pointer + 1 ) < 32 )
                      begin
                        write_pointer <= write_pointer + 1;
                        memory[write_pointer[3:0]] <= data_in;
                      end
                    else
                      begin
                        write_pointer <= 0;
                        memory[write_pointer[3:0]] <= data_in;
                      end
                  end
                else
                  begin
                    write_pointer <= write_pointer;
                  end
              end
            9:
              begin
                if( !full && write )
                  begin
                    if( ( write_pointer + 1 ) < 32 )
                      begin
                        write_pointer <= write_pointer + 1;
                        memory[write_pointer[3:0]] <= data_in;
                      end
                    else
                      begin
                        write_pointer <= 0;
                        memory[write_pointer[3:0]] <= data_in;
                      end
                  end
                else
                  begin
                    write_pointer <= write_pointer;
                  end
              end
            10:
              begin
                if( !full && write )
                  begin
                    if( ( write_pointer + 1 ) < 32 )
                      begin
                        write_pointer <= write_pointer + 1;
                        memory[write_pointer[3:0]] <= data_in;
                      end
                    else
                      begin
                        write_pointer <= 0;
                        memory[write_pointer[3:0]] <= data_in;
                      end
                  end
                else
                  begin
                    write_pointer <= write_pointer;
                  end
              end
            11:
              begin
                if( !full && write )
                  begin
                    if( ( write_pointer + 1 ) < 32 )
                      begin
                        write_pointer <= write_pointer + 1;
                        memory[write_pointer[3:0]] <= data_in;
                      end
                    else
                      begin
                        write_pointer <= 0;
                        memory[write_pointer[3:0]] <= data_in;
                      end
                  end
                else
                  begin
                    write_pointer <= write_pointer;
                  end
              end
            12:
              begin
                if( !full && write )
                  begin
                    if( ( write_pointer + 1 ) < 32 )
                      begin
                        write_pointer <= write_pointer + 1;
                        memory[write_pointer[3:0]] <= data_in;
                      end
                    else
                      begin
                        write_pointer <= 0;
                        memory[write_pointer[3:0]] <= data_in;
                      end
                  end
                else
                  begin
                    write_pointer <= write_pointer;
                  end
              end
            13:
              begin
                if( !full && write )
                  begin
                    if( ( write_pointer + 1 ) < 32 )
                      begin
                        write_pointer <= write_pointer + 1;
                        memory[write_pointer[3:0]] <= data_in;
                      end
                    else
                      begin
                        write_pointer <= 0;
                        memory[write_pointer[3:0]] <= data_in;
                      end
                  end
                else
                  begin
                    write_pointer <= write_pointer;
                  end
              end
            14:
              begin
                if( !full && write )
                  begin
                    if( ( write_pointer + 1 ) < 32 )
                      begin
                        write_pointer <= write_pointer + 1;
                        memory[write_pointer[3:0]] <= data_in;
                      end
                    else
                      begin
                        write_pointer <= 0;
                        memory[write_pointer[3:0]] <= data_in;
                      end
                  end
                else
                  begin
                    write_pointer <= write_pointer;
                  end
              end
            15:
              begin
                if( !full && write )
                  begin
                    if( ( write_pointer + 1 ) < 32 )
                      begin
                        write_pointer <= write_pointer + 1;
                        memory[write_pointer[3:0]] <= data_in;                      
                      end
                    else
                      begin
                        write_pointer <= 0;
                        memory[write_pointer[3:0]] <= data_in;           
                      end
                  end
                else
                  begin
                    write_pointer <= write_pointer;
                   end
              end
          endcase
        end
    end
endmodule
--- run.sh ---
#!/bin/bash
# OpenROAD 26Q1-2900-gdf79404cd8, Yosys 0.63+post, stock flow scripts
make -C /OpenROAD-flow-scripts/flow DESIGN_CONFIG=/design/flow/config.mk WORK_HOME=/design/flow/orfs finish
==> results.toml <==
# physical design summary
[final_layout]
drive_above_1_share_pct = 13.59
combGateArea_um2 = 1570
area_delta_synth_final_pct = 18.30
utilization_pct = 36.37
filler_cell_count = 1825
layout.area.seq_um2 = 4295

[final_timing]
drv_slew = 0
final_hold_viol_count = 0
rsz0062_at_grt = "no"
setup_viol = 0
timing_worst_slew_pin_value_ps = 873.1
maxClockFrequency_mhz = 291.7
fin_clk_skew_ps = 8.106
period_minus_slack_ps = 3428
slew-limit-headroom_pct = 40.29
layout_worst_path_cycle_share_pct = 74.52
fin_setup_tns_ps = 0

[synthesis]
synth.cells.most_frequent = "sky130_fd_sc_hd__edfxtp_1, sky130_fd_sc_hd__nor2_1, sky130_fd_sc_hd__a21oi_1"
post_syn_instances = 409
top_area_cell = "sky130_fd_sc_hd__edfxtp_1"
area_leaders = "sky130_fd_sc_hd__edfxtp_1, sky130_fd_sc_hd__dfrtp_1, sky130_fd_sc_hd__a22oi_1, sky130_fd_sc_hd__a21oi_1, sky130_fd_sc_hd__nor2_1"
post_synth.cell_area_avg_um2 = 14.68
async_flop_share_pct = 12.33
yosysUniqueCellTypes = 50
number_of_enable_type_register_cells_in_the_synthesized_netlist = 128
most_common_cell = "sky130_fd_sc_hd__edfxtp_1"
synth-warning-count = 19
postSynthRegisterBits = 146
synth.yosys.chip_area_um2 = 6003
dominantRegCellSynth = "sky130_fd_sc_hd__edfxtp_1"
synthesis.area_um2 = 6003
synthDominantCellAreaShare_pct = 64.03
yosysCellCount = 409
ys_seq_share_pct = 71.53

[floorplan]
core_utilization_before_placement_pct = 30.74
pin_count = 22
dieHeight_um = 143.5
floorplan.die.width_um = 143.5
die_area_um2 = 20580
fp-row-count = 51
design.core.area_um2 = 19530

[grt]
global_route_total_usage_across_every_layer_pct = 16.94
grt_start_max_net_pins = 60
antenna_found_initial = 0
global_route_wire_length_before_repair_mm = 23.71
grt_pass1_vias = 3892
sum_of_overflow_across_all_layers_after_global_routing = 0

[clock_network]
cts_hold_buffers = 0
clock_path_buffers = 2
numCtsBuffers = 17
postCtsSetupBuffers = 0
cts_tree = "done"
post_cts_resize_count = 0
clkSlewWorstSetupHoldPaths_ps = 60
clkLatencyLatePin_ps = 420
clkSinkCount = 146
cts.htree.levels = 4
clockRootBuffer = "sky130_fd_sc_hd__clkbuf_16"

[critical_path]
critical_path.cell_chain = "xnor2_1, nand4_1, nor2_1, clkdlybuf4s50_1"
cp_slowest_cell = "sky130_fd_sc_hd__dfrtp_1"
critical_path.max_stage_delay_ps = 620
critical_path.max_fanout = 13
endpoint_kind = "primary output"
criticalPathCategory = "flop to primary output"
setup.worst_path.start_class = "flop"
cp_data_required_time_ps = 3680
crit_arrival_ps = 2510

[route]
drcViolationCount = 0
initialDrtViolationCount = 370
route.detailed.wl_per_inst_um = 21.64
via_count = 3758
postRouteAntennaNets = 0
drt-vias-per-instance = 5.263
dr.max_layer_used = "met4"
routedLengthMet1_mm = 6.161
insertedDiodeCount = 0
dr_wl_met2_mm = 6.956
totalWireLength_mm = 15.45
detailroute.wirelength.met3_mm = 2.086
drt-pass1-iter-count = 6

[min_path]
hold_class = "flop to flop"

[job]
maxCapViolations = 0
tool_warnings = 31

[placed_design]
place.gp.congestion = 0.8887
estimated_wirelength_of_the_detail_placed_design_mm = 9.807
io_buffer_count = 21

[run_status]
outcome = "finished clean"

[power]
cellLeakagePower_nw = 2.267
p_per_area_nw_per_um2 = 640.0
maximum_resistive_drop_on_vdd_mv = 0.3573
layout by cell type (no fill, tap or decap), types with 15 or more instances in the layout:
| cell | count |
|---|---|
| sky130_fd_sc_hd__nand3_1 | 15 |
| sky130_fd_sc_hd__clkbuf_16 | 17 |
| sky130_fd_sc_hd__dfrtp_1 | 17 |
| sky130_fd_sc_hd__nand2_1 | 15 |
| sky130_fd_sc_hd__a21oi_1 | 24 |
| sky130_fd_sc_hd__edfxtp_1 | 128 |
| sky130_fd_sc_hd__nor2_1 | 27 |
| sky130_fd_sc_hd__clkdlybuf4s50_1 | 21 |
| sky130_fd_sc_hd__buf_4 | 15 |
| sky130_fd_sc_hd__a22oi_1 | 17 |
stage by stage:
stage          hold slack [ps]  area (µm²)  instances  setup WS (ps)  power, W
3_5_place_dp             489.0        6554        682           1564  0.003283
2_1_floorplan            451.9        6003        409           2327  0.002736
5_1_grt                  535.8        7102        714          995.8  0.004796
3_3_place_gp             481.2        6554        682           1589  0.003288
6_report                 518.4        7102        714           1172  0.004545
4_1_cts                  521.0        7102        714           1160  0.004558
critical path: cells and delay by family, from the launching register on:
kind	cells	cell delay, ps
xor gates and xnor gates	1	190
buffers and inverters	1	550
DFF	1	620
and+or+nand+nor	2	720
layer usage:
layer | vias to the layer above | track usage [%]
met5 | - | 0
met4 | 0 | 2.408
li1 | 1676 | -
met3 | 18 | 10.42
met1 | 1842 | 23.07
met2 | 222 | 24.45
cells by family after synthesis:
kind of cell,after synthesis,share of synthesized area [%]
muxes,14,2.605
buffers and inverters,37,2.730
and+or+nand+nor,82,6.857
xor gates and xnor gates,10,1.459
adders and majority gates,8,1.667
AOI/OAI and AO/OA,112,13.15
DFF,146,71.53
where the power goes:
part	internal, W	switching [W]	leakage (nW)
Combinational	0.000579	0.000983	0.643
Sequential	0.00159	0.000123	1.36
Clock	0.000703	0.000565	0.262
Total	0.00287	0.00167	2.27
path summary, 6_finish.rpt:
kind / startpoint / end / slack, ps / cells after the start
hold / removal: memory[0][7] / data_out[7] / 520 / 2
min in group asynchronous: reset / data_out[2] / 870 / 2
max in group asynchronous: reset / read_pointer[2] / 3480 / 2
hold reg to reg: memory[0][7] / data_out[7] / 520 / 2
setup reg to reg: read_pointer[1] / data_out[2] / 2120 / 7
setup / recovery: write_pointer[2] / full / 1170 / 4
final cells by class:
cell class | instances | share of cell area [%]
Clock inverter | 15 | 1.727
Timing Repair Buffer | 36 | 4.545
Multi-Input combinational cell | 226 | 22.11
Inverter | 9 | 0.4757
Sequential cell | 146 | 60.48
Tap cell | 265 | 4.669
Clock buffer | 17 | 5.990
registers in the layout, summed over array words and instances, names as in the netlist:
signal         flops
data_out           8
memory           128
read_pointer       5
write_pointer      5
Power is estimated from default activity; no workload was simulated.
