==> design/flow/design.v <==
module I2C_write_to_memory(
  input wire clk,
  input wire reset,
  input wire run,
  input wire [11:0] number_of_bytes,
  input wire [14:0] memory_address,
  input wire [7:0] data_in,
  input wire empty,
  input wire ack,
  input wire [2:0] memory_number,
  output reg read,
  output reg [6:0] address,
  output reg [7:0] register,
  output reg mode,
  output reg I2C_en,
  output reg reset_I2C,
  output reg Start,
  output reg Stop,
  output reg repeat_start,
  input wire sda
  );
  reg [3:0] state;
  reg [11:0] counter;
  always@(posedge clk or negedge reset)
    begin
      if( !reset )
        begin
          state <= 0;
          read <= 0;
          address <= 7'b0;
          register <= 8'b0;
          mode <= 0;
          I2C_en <= 0;
          reset_I2C <= 0;
          Start <= 0;
          Stop <= 0;
          repeat_start <= 0;
          counter <= 0;
        end
      else
        begin 
          case( state )
            0:                               
              begin
                if( run )                    
                  begin
                    state <= 1;
                    read <= 0;
                    address <= 7'b0;
                    register <= 8'b0;
                    mode <= 0;
                    I2C_en <= 1;             
                    reset_I2C <= 0;          
                    Start <= 0;
                    Stop <= 0;
                    repeat_start <= 0;
                    counter <= 0;
                end
                else                      
                  begin
                    state <= 0;
                    read <= 0;
                    address <= 7'b0;
                    register <= 8'b0;
                    mode <= 0;
                    I2C_en <= 0;
                    reset_I2C <= 1;
                    Start <= 0;
                    Stop <= 0;
                    repeat_start <= 0;
                    counter <= 0;
                 end
              end
            1: 
              begin
                state <= 2;
                read <= 0;
                address <= {4'b1010, memory_number};   
                register <= 8'b0;
                mode <= 0;
                I2C_en <= 1;
                reset_I2C <= 1;                
                Start <= 1;                    
                Stop <= 0;
                repeat_start <= 0;
                counter <= 0;
              end
             2:
              begin
                if(counter < 8)
                  begin
                    state <= 2;
                    read <= 0;
                    address <= {4'b1010, memory_number};   
                    register <= 8'b0;
                    mode <= 0;
                    I2C_en <= 1;
                    reset_I2C <= 1;                
                    Start <= 0;                    
                    Stop <= 0;
                    repeat_start <= 0;
                    counter <= counter + 1;
                 end
                else
                  begin
                    state <= 3;
                    read <= 0;
                    address <= 0;
                    register <= 8'b0;
                    mode <= 0;
                    I2C_en <= 1;
                    reset_I2C <= 1;                
                    Start <= 0;                    
                    Stop <= 0;
                    repeat_start <= 0;
                    counter <= 0;
                  end
              end
            3:
              begin
                state <= 3;
                read <= 0;
                address <= 8'b0;   
                register <= 8'b0;
                mode <= 0;
                I2C_en <= 1;
                reset_I2C <= 1;                
                Start <= 1;                    
                Stop <= 0;
                repeat_start <= 0;
                counter <= 0;
              end
         endcase
        end
    end
endmodule
==> design/flow/run.sh <==
#!/bin/bash
# OpenROAD 26Q1-2900-gdf79404cd8, Yosys 0.63+post, stock flow scripts
make -C /OpenROAD-flow-scripts/flow DESIGN_CONFIG=/design/flow/config.mk WORK_HOME=/design/flow/orfs finish
==> design/flow/config.mk <==
export PLATFORM = sky130hd
export DESIGN_NAME = I2C_write_to_memory
export DESIGN_NICKNAME = I2C_write_to_memory
export VERILOG_FILES = /design/flow/design.v
export SDC_FILE = /design/flow/constraint.sdc
export NUM_CORES = 4
export LEC_CHECK = 1
export CORE_AREA = 10 10 103 103
export DIE_AREA = 0 0 113 113
==> design/flow/constraint.sdc <==
current_design I2C_write_to_memory

set clk_period 2.6
set clk_io_pct 0.2

create_clock -name clk0 -period $clk_period [get_ports {clk}]

set non_clock_inputs [all_inputs -no_clocks]
set_input_delay [expr $clk_period * $clk_io_pct] -clock clk0 $non_clock_inputs
set_output_delay [expr $clk_period * $clk_io_pct] -clock clk0 [all_outputs]
==> impl_metrics.yaml <==
# flow metrics
status:
  run_status: "finished, final reports clean"
global_routing:
  first_global_vias: 769
  maximum_number_of_pins_on_one_net_before_global_route_repair: 24
  grtUsageTotal: 0.0319
  grt_first_pass_wirelength_um: 3510
  grt_antenna_before_repair: 0
  grt-ovfl-total: 0
clock_tree:
  post_cts.repair.setup_buffers: 0
  cts-hold-fix-buffers: 0
  cts_max_path_buffers: 2
  cts-resized-gates: 0
  clockRootBuffer: "clkbuf_8"
  ctsHtreeMaxLevel: 1
  clk_pin_slew_worst_paths_ns: 0.08
  clk-insertion-delay-late_ns: 0.26
  number_of_clock_buffers_inserted_by_tritoncts: 3
  cts_tree: "yes"
  cts.sinks: 23
final_timing:
  finClkSkew_ns: 0.00253
  hold_violations: 0
  setup-tns-final_ns: 0
  timing.final.crit_share: 0.647
  unrepaired_setup_endpoints_after_global_routing: "no"
  final-setup-viol-count: 0
  period_minus_slack_ns: 1.68
  finalMaxSlewViolations: 0
  achievable-frequency_mhz: 594
yosys:
  avgSynthCellArea_sq_um: 10.3
  syn_inst: 107
  synth_compound_gate_area_share: 0.0739
  yosys.stat.chipArea_sq_um: 1100
  ys.warnings.count: 1
  simple_gate_share: 0.223
  fraction_of_synthesized_cell_area_taken_by_the_top_area_cell_type: 0.501
  syn_area_sq_um: 1100
  synth.yosys.num_cells: 107
  ys_top_cells_by_count: "dfrtp_1, buf_4, nand2_1, nor2_1, a21oi_1"
  synth-edff-count: 0
  ys_async_sr_fraction: 1.00
  xor_share: 0.0398
  synthTopLogicFamily: "simple AND/OR/NAND/NOR gates"
  synth.area.mux_share: 0
  post_synth_main_area_contributors: "dfrtp_1, buf_4, nand2_1, nor2_1, and2_1"
  postSynthSeqShare: 0.524
  synth-seq-cells: 23
  top_area_cell: "dfrtp_1"
  synth-main-ff-cell: "dfrtp_1"
  synth_top_cell_by_count: "dfrtp_1"
  synth_cell_type_count: 31
  fa_ha_area_frac: 0.0114
drt:
  drc_errors: 0
  drt_wl_total_um: 2040
  number_of_routed_nets_with_antenna_violations: 0
  drt_iter0_markers: 43
  drt_pre_antenna_iters: 2
  avgViaCountPerCell: 3.14
  num_antenna_cells: 0
  post_drt_wl_per_cell_um: 8.97
  vias: 713
pwr:
  powerDensity_nw_per_um2: 782
  final_total_pwr_mw: 1.05
  cellLeakagePower_nw: 0.596
  power.ir.vdd_worst_mv: 0.661
worst_setup_path:
  timing.setup.critical_path_class: "reg -> reg"
  regToRegStartpoint: "state[1]"
  worst_setup_path_start_kind: "register"
  critPathLaunch: "state[1]"
  critical_path_arrival_ns: 1.83
  critPathMaxStageDelay_ns: 0.68
  critical_path_fanout_max: 13
  worstPathRequired_ns: 2.75
  path_cells: "or4_1 -> nand4_1 -> xor2_1 -> nor2_1"
  setup.worst_path.end_class: "register"
  crit_family: "simple AND/OR/NAND/NOR gates"
  critPathBufInv: 0
  worst_path_max_delay_cell: "or4_1"
final_layout:
  final_cells: 227
  final.fill_count: 915
  post_route_cells_drive_above_1_share: 0.0820
  post-route-util: 0.162
  area_delta_synth_final_pct: 22.0
place:
  placed_cells_incl_taps: 223
  place.port_buffers: 13
  gp_congestion: 0.720
  detailedPlacementHpwl_um: 1510
die:
  ioPinCount: 66
  core.rowCount: 33
  fp.dieArea_sq_um: 12800
  die_height_um: 113
  placeableCoreArea_sq_um: 8300
  die_w_um: 113
  fp-utilization: 0.133
job:
  cap_viol_max_count: 0
  tool_warnings: 63
hold_path:
  min-delay-path-class: "reg -> reg"
  worst_hold_startpoint: "counter[10]"
## final cells by class
type                            count  area [sq um]  share of cell area
Tap cell                          105           131              0.0979
Sequential cell                    23           577               0.430
Timing Repair Buffer               15           145               0.108
Inverter                            2          7.51             0.00560
Clock buffer                        4          45.0              0.0336
Multi-Input combinational cell     78           435               0.325
## report_power, final
group / internal (mW) / switching, mW
Sequential: 0.423 / 0.0716
Clock: 0.109 / 0.104
Combinational: 0.185 / 0.157
Total: 0.717 / 0.332
## metal layers
| metal | vias up | global-route usage | routed length, um |
|---|---|---|---|
| met2 | 20 | 0.0484 | 852 |
| li1 | 362 | - | - |
| met4 | 0 | 0.000846 | 0 |
| met5 | - | 0 | 0 |
| met1 | 331 | 0.0438 | 1040 |
| met3 | 0 | 0.0134 | 144 |
## path summary, 6_finish.rpt
path	end	cells past startpoint	slack, ns
hold / removal	counter[10]	1	0.49
setup reg to reg	counter[6]	4	0.92
hold reg to reg	counter[10]	1	0.49
max in group asynchronous	state[0]	2	1.69
min in group asynchronous	counter[1]	2	0.62
setup / recovery	counter[6]	4	0.92
## cell families (layout without fill, tap and decap cells)
kind of cell / count (synthesis) / in the layout
and+or+nand+nor: 46 / 46
DFF: 23 / 23
buffers and inverters: 19 / 21
AOI/OAI and AO/OA: 12 / 12
xor gates and xnor gates: 5 / 5
adders and majority gates: 1 / 1
other: 1 / 14
## state kept, by name, summed over array words and instances, names as in the netlist
name,cells
I2C_en,1
Start,1
address,4
counter,12
reset_I2C,1
state,4
## placed cells by master, fill, tap and decap left out, types with 2 or more instances in the layout
| cell | n |
|---|---|
| a21oi_1 | 6 |
| and2_1 | 5 |
| and3_1 | 2 |
| buf_4 | 2 |
| clkbuf_8 | 3 |
| clkdlybuf4s50_1 | 13 |
| conb_1 | 14 |
| dfrtp_1 | 22 |
| inv_1 | 2 |
| nand2_1 | 11 |
| nand2b_1 | 2 |
| nand3_1 | 3 |
| nand4_1 | 2 |
| nor2_1 | 11 |
| nor3_1 | 4 |
| xnor2_1 | 2 |
| xor2_1 | 3 |
## metrics by stage
step | worst slack (ns) | hold slack (ns) | cell area (sq um)
floorplan | 1.11 | 0.224 | 1150
global placement | 0.928 | 0.472 | 1300
detailed placement | 0.915 | 0.477 | 1300
CTS | 0.906 | 0.495 | 1340
global route | 0.831 | 0.514 | 1340
finish | 0.918 | 0.495 | 1340
No activity file was given, so power comes from the tool's default toggle rates.
